--- ./design.v ---
module DISPLAYBCD(entrada, saidaBCD);
	input wire [31:0]entrada;
	output reg[6:0]saidaBCD;
	always@(*)
		begin	
			case (entrada)
				32'b0: saidaBCD = 7'b0000001; 
				32'b1: saidaBCD = 7'b1001111; 
				32'b10: saidaBCD = 7'b0010010; 
				32'b11: saidaBCD = 7'b0000110; 
				32'b100: saidaBCD = 7'b1001100; 
				32'b101: saidaBCD = 7'b0100100; 
				32'b110: saidaBCD = 7'b0100000; 
				32'b111: saidaBCD = 7'b0001111; 
				32'b1000: saidaBCD = 7'b0000000; 
				32'b1001: saidaBCD = 7'b0000100; 
				default: saidaBCD = 7'b1111111; 
		endcase
	end
endmodule
module Display_BIG (binary, out, R1, R2, R3, R4, clock);
	input [31:0] binary; 
	input out,clock;
	output reg [6:0] R1, R2, R3, R4;
	wire [15:0] aux; 
	wire [6:0] A1, A2, A3, A4;
	binario_BCD binario_BCD (binary[15:0], aux);
	DISPLAYBCD U1 (aux[15:12], A1); 
	DISPLAYBCD U2 (aux[11:8], A2); 
	DISPLAYBCD U3 (aux[7:4], A3);	 
	DISPLAYBCD U4 (aux[3:0], A4);	 
		always@ (posedge clock)
		begin
		 if(out==1)
			begin
			R1=A1;
			R2=A2;
			R3=A3;
			R4=A4;
			end
		end
endmodule
module binario_BCD (D_Binary, DATA_BCD);
	input [15:0] D_Binary;  
	output reg [15:0] DATA_BCD; 
	integer cont;
	reg [31:0] aux;
	always @(D_Binary) begin
		aux={16'h0000, D_Binary};
		for(cont=0; cont < 15; cont=cont + 1) begin
			aux = aux << 1;
			if(aux[19:16] > 4) aux[19:16] = aux[19:16] + 4'b0011;
			if(aux[23:20] > 4) aux[23:20] = aux[23:20] + 4'b0011;
			if(aux[27:24] > 4) aux[27:24] = aux[27:24] + 4'b0011;
			if(aux[31:28] > 4) aux[31:28] = aux[31:28] + 4'b0011;
		end
		aux = aux << 1;
		DATA_BCD = aux[31:16];
	end
endmodule
--- ./run.sh ---
#!/bin/bash
# OpenROAD 26Q1-2900-gdf79404cd8, Yosys 0.63+post, stock flow scripts
make -C /OpenROAD-flow-scripts/flow DESIGN_CONFIG=/design/flow/config.mk WORK_HOME=/design/flow/orfs finish
--- ./config.mk ---
export PLATFORM = sky130hd
export DESIGN_NAME = Display_BIG
export DESIGN_NICKNAME = Display_BIG
export VERILOG_FILES = /design/flow/design.v
export SDC_FILE = /design/flow/constraint.sdc
export NUM_CORES = 4
export LEC_CHECK = 1
export CORE_UTILIZATION = 30
--- ./constraint.sdc ---
current_design Display_BIG

set clk_period 17.8
set clk_io_pct 0.2

create_clock -name clk0 -period $clk_period [get_ports {clock}]

set non_clock_inputs [all_inputs -no_clocks]
set_input_delay [expr $clk_period * $clk_io_pct] -clock clk0 $non_clock_inputs
set_output_delay [expr $clk_period * $clk_io_pct] -clock clk0 [all_outputs]
==> flow_summary.toml <==
# physical design summary
[yosys]
common_cells = "90 x nand2_1, 71 x nor2_1, 67 x a21oi_1"
post-synth-top-count-cell = "nand2_1"
synth_seq_share = 0.110
async_reset_ff_frac = 0
ys_cells = 998
top_cell_area_share = 0.110
edf_count = 28
synthCells = 998
syn_area_sq_mm = 0.00766
avgSynthCellArea_sq_um = 7.67
yosysTopAreaCell = "edfxtp_1"
yosysWarnings = 7
ys_types = 122
synth.area.top_cells = "edfxtp_1 11%, ha_1 8.5%, nand2_1 4.4%"
ys_ff = 28
synth-main-ff-cell = "edfxtp_1"
synth-area-yosys_sq_mm = 0.00766

[die]
io_pins = 62
placementRows = 58
die_x_um = 162
core_sq_mm = 0.0251
fp.dieH_um = 162
fp_util = 0.305
die_area_sq_mm = 0.0262

[clock_tree]
cts.sink_count = 28
post_cts_buffers = 0
cts_tree = "yes"
cts_resized = 0
htreeDepth = 1
clkTransAtPathRegs_ns = 0.07
hold_buffers = 0
root_buffer = "clkbuf_16"
cts_max_path_buffers = 2
numCtsBuffers = 3

[global_routing]
grt_pass1_wl_mm = 32.3
grt_overflow = 0
antenna_found_initial = 0
grt_use_total = 0.143
grt_start_max_net_pins = 29
grt_pass1_vias = 6699

[sta]
rsz0062_at_grt = "false"
fin_tns_setup_ns = 0
hold_viol_final = 0
fmax_ghz = 0.0714
setup_viol = 0
drv_slew = 0
period_used_share = 0.787
min_period_ns = 14.00
slew-limit-headroom = 0.431
tightest_slew_ns = 0.848

[route]
drtAntennaViolNets = 0
via_per_inst = 5.79
drtIter0Drc = 709
diodes = 0
vias = 7669
dr.pass1.iters = 12
routed_wl_mm = 18.4
drc = 0
wire_per_inst_um = 13.9

[critical_path]
cpPeakStageDelay_ns = 0.65
startpoint_type = "primary input"
cp_common_cell = "ha_1"
crit_path_start = "binary[13]"
end_kind = "flop"
cp_data_arrival_time_ns = 14.01
endpoint = "R1[6]"
crit_slowest_cell = "mux2i_1"
path_max_fanout = 13
cp.required_ns = 17.81
critPathKind = "in -> reg"

[run]
drv_cap = 0
tool_warnings = 76

[finish]
fill_cells = 2609
area_growth_pct = 9.08
drive_above_1_share = 0.116
fin_util = 0.333

[place]
dpl.hpwl_mm = 13.4
port_buffers = 45
gp_congestion = 0.880

[run_status]
status = "finished, final reports clean"

[hold_path]
hp-class = "in -> reg"
holdPathStages = 2
-- stage by stage --
| step | instance area [sq um] | setup WS (ns) | hold slack (ns) | cells |
|---|---|---|---|---|
| after floorplan | 7660 | 5.65 | 3.67 | 998 |
| after global placement | 8250 | 3.64 | 4.29 | 1320 |
| after detailed placement | 8250 | 3.55 | 4.29 | 1320 |
| after CTS | 8350 | 3.79 | 4.15 | 1324 |
| after global routing | 8350 | 2.38 | 4.18 | 1324 |
| final | 8350 | 3.80 | 4.15 | 1324 |
-- cell families (layout without fill, tap and decap cells) --
family                     count (synthesis)  in the layout  synth area share
DFF                                       28             28             0.110
and+or+nand+nor                          349            349             0.236
AOI/OAI and AO/OA                        395            395             0.408
buffers and inverters                    111            107            0.0709
muxes                                     36             36            0.0526
adders and majority gates                 53             53            0.0863
xor gates and xnor gates                  26             26            0.0363
-- placed cells by master, fill, tap and decap left out, drive strengths merged, types with 16 or more instances in the layout --
master         instances
nand2                 93
nor2                  75
a21oi                 73
o21ai                 56
ha                    52
clkdlybuf4s50         45
inv                   43
nor3                  42
nand3                 36
edfxtp                28
o211ai                22
mux2i                 21
a211oi                20
xnor2                 19
a31oi                 17
o21a                  16
-- routing by layer --
metal	wire [um]	track usage	vias to the layer above
li1	-	-	3930
met1	9340	0.221	3578
met2	8470	0.229	151
met3	549	0.00729	10
met4	76	0.00943	0
met5	0	0	-
-- flip-flops by register name, summed over array words and instances, names as in the netlist --
name / count
R4: 7
R3: 7
R1: 7
R2: 7
-- critical path: cells and delay by family --
family	cells	cell delay, ns
AOI/OAI and AO/OA	15	2.85
buffers and inverters	6	0.99
adders and majority gates	9	2.28
muxes	3	1.19
xor gates and xnor gates	1	0.39
and+or+nand+nor	11	2.74
-- worst min path at each step --
stage         slack, ns     to  from
CTS                4.15  R2[1]   out
global route       4.18  R3[0]   out
finish             4.15  R3[0]   out
-- area by class of cell --
cell class / count / area (sq um) / share of cell area
clock buffers: 3 / 75.1 / 0.00899
clock inverters: 1 / 30.0 / 0.00359
inverters: 44 / 165 / 0.0198
multi-input cells: 859 / 6270 / 0.751
flip-flops and latches: 28 / 841 / 0.101
well taps: 330 / 413 / 0.0494
repair buffers: 59 / 556 / 0.0665
