==> flow/design.v <==
module DISPLAYBCD(entrada, saidaBCD);
	input wire [31:0]entrada;
	output reg[6:0]saidaBCD;
	always@(*)
		begin	
			case (entrada)
				32'b0: saidaBCD = 7'b0000001; 
				32'b1: saidaBCD = 7'b1001111; 
				32'b10: saidaBCD = 7'b0010010; 
				32'b11: saidaBCD = 7'b0000110; 
				32'b100: saidaBCD = 7'b1001100; 
				32'b101: saidaBCD = 7'b0100100; 
				32'b110: saidaBCD = 7'b0100000; 
				32'b111: saidaBCD = 7'b0001111; 
				32'b1000: saidaBCD = 7'b0000000; 
				32'b1001: saidaBCD = 7'b0000100; 
				default: saidaBCD = 7'b1111111; 
		endcase
	end
endmodule
module Display_PC (binary, R1, R2, R3, R4, clock);
	input [31:0] binary; 
	input clock;
	output reg [6:0] R1, R2, R3, R4;
	wire [15:0] aux; 
	wire [6:0] A1, A2, A3, A4;
	binario_BCD binario_BCD (binary[15:0], aux);
	DISPLAYBCD U1 (aux[15:12], A1); 
	DISPLAYBCD U2 (aux[11:8], A2); 
	DISPLAYBCD U3 (aux[7:4], A3);	 
	DISPLAYBCD U4 (aux[3:0], A4);	 
		always@ (posedge clock)
			begin
			R1=A1;
			R2=A2;
			R3=A3;
			R4=A4;
			end
endmodule
module binario_BCD (D_Binary, DATA_BCD);
	input [15:0] D_Binary;  
	output reg [15:0] DATA_BCD; 
	integer cont;
	reg [31:0] aux;
	always @(D_Binary) begin
		aux={16'h0000, D_Binary};
		for(cont=0; cont < 15; cont=cont + 1) begin
			aux = aux << 1;
			if(aux[19:16] > 4) aux[19:16] = aux[19:16] + 4'b0011;
			if(aux[23:20] > 4) aux[23:20] = aux[23:20] + 4'b0011;
			if(aux[27:24] > 4) aux[27:24] = aux[27:24] + 4'b0011;
			if(aux[31:28] > 4) aux[31:28] = aux[31:28] + 4'b0011;
		end
		aux = aux << 1;
		DATA_BCD = aux[31:16];
	end
endmodule
==> flow/run.sh <==
#!/bin/bash
# OpenROAD 26Q1-2900-gdf79404cd8, Yosys 0.63+post, stock flow scripts
make -C /OpenROAD-flow-scripts/flow DESIGN_CONFIG=/design/flow/config.mk WORK_HOME=/design/flow/orfs finish
==> flow/config.mk <==
export PLATFORM = sky130hd
export DESIGN_NAME = Display_PC
export DESIGN_NICKNAME = Display_PC
export VERILOG_FILES = /design/flow/design.v
export SDC_FILE = /design/flow/constraint.sdc
export NUM_CORES = 4
export LEC_CHECK = 1
export CORE_UTILIZATION = 50
==> flow/constraint.sdc <==
current_design Display_PC

set clk_period 17.3
set clk_io_pct 0.2

create_clock -name clk0 -period $clk_period [get_ports {clock}]

set non_clock_inputs [all_inputs -no_clocks]
set_input_delay [expr $clk_period * $clk_io_pct] -clock clk0 $non_clock_inputs
set_output_delay [expr $clk_period * $clk_io_pct] -clock clk0 [all_outputs]
==> notes.md <==
Purpose: to document the outcome of synthesis and place and route.

Yosys
The sequential cell area fraction in the yosys report is 0.07016. The synth_stat.txt file lists the number of cells as 1138. For reference, the post-synthesis area per instance comes to 7.020 um^2. After synthesis the cells add up to between 7000 and 8000 um^2.

The number of distinct library cell variants in the gate-level netlist after synthesis is 113. The area fraction of the largest cell type after synthesis is 0.08301. The register bit total from synthesis is 28. The post-synthesis chip area from yosys is 7989 um^2. For this run, the leading register cell type out of synthesis is sky130_fd_sc_hd__dfxtp_1.

The synthesized instance count is roughly 1100. The post-synth count of flops with an enable pin is 0. For reference, the top cells by area after synthesis are sky130_fd_sc_hd__ha_1 (8.3%), sky130_fd_sc_hd__dfxtp_1 (7.0%), sky130_fd_sc_hd__a21oi_1 (4.6%), sky130_fd_sc_hd__nand2_1 (4.4%), sky130_fd_sc_hd__nor2_1 (4.4%). The cell type contributing the most total cell area after synthesis is sky130_fd_sc_hd__ha_1. The share of flip-flops with an asynchronous set or reset is 0. The total of warnings raised by yosys is 7.

Drt
The total inserted antenna cells is 0. The iteration count recorded for the first detailed-route pass is 5. Per the detailed-route log, wirelength across all metal layers totals a little over 20 mm. The number of vias per cell is between 6 and 7. The DRC violation total after the first TritonRoute iteration is 682. The total DRC errors in the routed layout is 0. The number of nets with antenna violations after detailed routing is 0. The via count is 8633. The final routed wire length divided by cell count is ~15 um.

Final layout
Per the cell usage report, the commonest logic cells after layout are sky130_fd_sc_hd__nor2_1 (93), sky130_fd_sc_hd__nand2_1 (93), sky130_fd_sc_hd__a21oi_1 (74). The final report gives the core utilization as 0.5458. The relative area change from synthesis to final layout is 5.012%.

The proportion of layout cells with a drive suffix above 1 is 0.08551.

Global route
The initial antenna violation count is 0. The via count of the first global-routing pass is 7402. Entering global routing, the biggest net connects 29 pins. The total overflow reported by the global router is 0. The wire length of the first global-routing pass is around 36 mm.

The overall track demand over capacity in global routing is 0.2552.

Floorplan
The vertical die dimension is about 130 um. The standard cell core area is 15370 um^2. The initial utilization of the core area, before any placement, comes to 0.5197. In this run the count of I/O pins placed on the die edge is slightly above 60.

The placement row count is 45. The area of the chip is 16490 um^2. Per the OpenROAD floorplan log, the width of the die is around 130 um.

Critical path
According to the timing report, the critical path is captured at R1[1]$_DFF_P_. The worst setup path is captured at a flop. The most numerous cell type found on the critical path is sky130_fd_sc_hd__ha_1. OpenSTA lists the critical path startpoint as binary[13]. The arrival time of data at the worst endpoint is listed as 14.33 ns. The type of the setup path with the least slack is in2reg. The largest fanout on the critical path is 19. The category of the worst setup path launch point is an input port. The slowest stage of the critical path belongs to the cell sky130_fd_sc_hd__clkdlybuf4s50_1. Data on the critical path is required at its endpoint by 17.44 ns. For this run, the slowest stage of the critical path takes 0.72 ns.

Place
Per the gpl log, the routability congestion estimate is 0.9153. The final HPWL from detailed placement is 14.99 mm. In this run the tool buffered the top-level ports with 44 buffer cells.

Clock network
Once the clock tree was built, the setup fixing pass inserted 0 buffers. The clock net sink count is 28. For reference, the clock transition at the flip-flops on the worst setup and hold paths is 0.06 ns. The maximum clock path buffer count is 2.

The total CTS buffers is 3. TritonCTS built the clock tree. The number of gates resized after CTS is 0.

CTS placed an instance of sky130_fd_sc_hd__clkbuf_16 at the clock tree root. In this run the number of H-tree levels came out at 1. The number of hold buffers added after CTS is 0.

Status
The flow ran to the end, and the final reports show no timing, DRC or antenna violations.

STA
The last timing report of the flow puts the setup violation total at 0. The transition time recorded at the tightest slew-check pin is 0.8221 ns. The final timing summary puts the cycle share of the worst path at 0.8204. The headroom to the max-slew limit is 0.4468.

The final hold violation count recorded for this run is 0. Setup repair after global routing left no endpoint under its margin. The number of max-slew violations in the final report is 0. The achievable frequency is just over 0.07 GHz. The final total negative setup slack is 0 ns.

After layout, the minimum clock period comes to 14.19 ns.

Flow run
The max-capacitance violation count is 0. The number of logged tool warnings is 76.

Hold path
The tightest min-delay check is of the in2reg type.
-- worst min-delay path by stage --
stage	from	end	cells after the start
5_1_grt	binary[0]	R4[2]$_DFF_P_	3
6_report	binary[0]	R4[2]$_DFF_P_	3
4_1_cts	binary[0]	R4[2]$_DFF_P_	3
-- stage by stage --
stage / hold slack (ns) / std cells / setup slack [ns] / instance area [um^2]
after floorplan: 3.654 / 1138 / 5.192 / 7989
after global placement: 4.116 / 1319 / 2.973 / 8314
after detailed placement: 4.119 / 1319 / 2.976 / 8314
after CTS: 3.995 / 1322 / 3.202 / 8389
after global routing: 4.031 / 1322 / 2.010 / 8389
final: 3.994 / 1322 / 3.107 / 8389
-- metal layers --
| metal | vias up | global-route usage | part of all wire | wire length (um) |
|---|---|---|---|---|
| met5 | - | 0 | 0 | 0 |
| met1 | 3985 | 0.3969 | 0.50 | 10210 |
| met4 | 0 | 0.02768 | 0.0096 | 197 |
| met3 | 21 | 0.01652 | 0.045 | 928 |
| li1 | 4386 | - | - | - |
| met2 | 241 | 0.4000 | 0.45 | 9115 |
-- area by class of cell --
cell class,instances,area [um^2]
multi-input cells,973,6771
fillers,1495,6982
flip-flops and latches,28,560.5
repair buffers,55,523.0
clock buffers,3,75.07
well taps,211,264.0
inverters,52,195.2
-- synthesized netlist by cell type, types with 9 or more instances --
master                      instances
sky130_fd_sc_hd__o211ai_1          26
sky130_fd_sc_hd__ha_1              53
sky130_fd_sc_hd__o31ai_1           16
sky130_fd_sc_hd__or3_1             15
sky130_fd_sc_hd__dfxtp_1           28
sky130_fd_sc_hd__a211oi_1          21
sky130_fd_sc_hd__nand2b_1          15
sky130_fd_sc_hd__and3_1             9
sky130_fd_sc_hd__xnor2_1           12
sky130_fd_sc_hd__nand4_1           30
sky130_fd_sc_hd__buf_4             12
sky130_fd_sc_hd__o22ai_1           15
sky130_fd_sc_hd__clkbuf_1          37
sky130_fd_sc_hd__o2111ai_1          9
sky130_fd_sc_hd__o21a_1            16
sky130_fd_sc_hd__a21o_1            10
sky130_fd_sc_hd__o21ai_0           57
sky130_fd_sc_hd__nand2_1           93
sky130_fd_sc_hd__mux2i_1           23
sky130_fd_sc_hd__nor4_1            14
sky130_fd_sc_hd__a2111oi_0          9
sky130_fd_sc_hd__nor3_1            36
sky130_fd_sc_hd__buf_2             25
sky130_fd_sc_hd__o21ai_1           17
sky130_fd_sc_hd__nand3_1           50
sky130_fd_sc_hd__a221oi_1          11
sky130_fd_sc_hd__a21oi_1           74
sky130_fd_sc_hd__buf_6              9
sky130_fd_sc_hd__nor2_1            93
sky130_fd_sc_hd__o221ai_1           9
sky130_fd_sc_hd__a211o_1            9
sky130_fd_sc_hd__a31oi_1           21
sky130_fd_sc_hd__inv_1             46
-- logic make-up (layout without fill, tap and decap cells) --
logic type	after synthesis	in the layout	share of synthesized area
adders and majority gates	53	53	0.08301
and+or+nand+nor	414	414	0.2650
buffers and inverters	137	110	0.08285
xor gates and xnor gates	16	16	0.01754
DFF	28	28	0.07016
muxes	36	36	0.04902
AOI/OAI and AO/OA	454	454	0.4324
-- state kept, by name (all words and copies together) (netlist names) --
| name | flops |
|---|---|
| R1 | 7 |
| R2 | 7 |
| R3 | 7 |
| R4 | 7 |
-- worst max-delay path, delay by kind of cell --
family                     cells  cell delay, ns
and+or+nand+nor               11            2.65
buffers and inverters         10            1.63
adders and majority gates     10            2.50
xor gates and xnor gates       2            0.89
AOI/OAI and AO/OA             12            3.19
