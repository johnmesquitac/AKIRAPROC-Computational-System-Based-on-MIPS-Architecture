$ cat config.mk
export PLATFORM = sky130hd
export DESIGN_NAME = Display_IN
export DESIGN_NICKNAME = Display_IN
export VERILOG_FILES = /design/flow/design.v
export SDC_FILE = /design/flow/constraint.sdc
export NUM_CORES = 4
export LEC_CHECK = 1
export CORE_UTILIZATION = 50
$ cat constraint.sdc
current_design Display_IN

set clk_period 17.3
set clk_io_pct 0.2

create_clock -name clk0 -period $clk_period [get_ports {clock}]

set non_clock_inputs [all_inputs -no_clocks]
set_input_delay [expr $clk_period * $clk_io_pct] -clock clk0 $non_clock_inputs
set_output_delay [expr $clk_period * $clk_io_pct] -clock clk0 [all_outputs]
$ cat design.v
module DISPLAYBCD(entrada, saidaBCD);
	input wire [31:0]entrada;
	output reg[6:0]saidaBCD;
	always@(*)
		begin	
			case (entrada)
				32'b0: saidaBCD = 7'b0000001; 
				32'b1: saidaBCD = 7'b1001111; 
				32'b10: saidaBCD = 7'b0010010; 
				32'b11: saidaBCD = 7'b0000110; 
				32'b100: saidaBCD = 7'b1001100; 
				32'b101: saidaBCD = 7'b0100100; 
				32'b110: saidaBCD = 7'b0100000; 
				32'b111: saidaBCD = 7'b0001111; 
				32'b1000: saidaBCD = 7'b0000000; 
				32'b1001: saidaBCD = 7'b0000100; 
				default: saidaBCD = 7'b1111111; 
		endcase
	end
endmodule
module Display_IN (binary, R1, R2, R3, R4, clock);
	input [31:0] binary; 
	input clock;
	output reg [6:0] R1, R2, R3, R4;
	wire [15:0] aux; 
	wire [6:0] A1, A2, A3, A4;
	binario_BCD binario_BCD (binary[15:0], aux);
	DISPLAYBCD U1 (aux[15:12], A1); 
	DISPLAYBCD U2 (aux[11:8], A2); 
	DISPLAYBCD U3 (aux[7:4], A3);	 
	DISPLAYBCD U4 (aux[3:0], A4);	 
		always@ (posedge clock)
			begin
			R1=A1;
			R2=A2;
			R3=A3;
			R4=A4;
			end
endmodule
module binario_BCD (D_Binary, DATA_BCD);
	input [15:0] D_Binary;  
	output reg [15:0] DATA_BCD; 
	integer cont;
	reg [31:0] aux;
	always @(D_Binary) begin
		aux={16'h0000, D_Binary};
		for(cont=0; cont < 15; cont=cont + 1) begin
			aux = aux << 1;
			if(aux[19:16] > 4) aux[19:16] = aux[19:16] + 4'b0011;
			if(aux[23:20] > 4) aux[23:20] = aux[23:20] + 4'b0011;
			if(aux[27:24] > 4) aux[27:24] = aux[27:24] + 4'b0011;
			if(aux[31:28] > 4) aux[31:28] = aux[31:28] + 4'b0011;
		end
		aux = aux << 1;
		DATA_BCD = aux[31:16];
	end
endmodule
$ cat run.sh
#!/bin/bash
# OpenROAD 26Q1-2900-gdf79404cd8, Yosys 0.63+post, stock flow scripts
make -C /OpenROAD-flow-scripts/flow DESIGN_CONFIG=/design/flow/config.mk WORK_HOME=/design/flow/orfs finish
==> out/metrics.cfg <==
[status]
run_status = completed

[clock_tree]
clock-sinks = 28
hold_buffers = 0
post_cts_resized = 0
cts_tree = done
post_cts_buffers = 0
numCtsBuffers = 3
cts_root_buf = clkbuf_16
htreeDepth = 1
path_clk_slew_ps = 60
clockBufferDepth = 2

[critical_path]
worst-path-max-fanout = 19
crit_path_end_kind = flop
slowest_delay_ps = 720
critPathRequiredTime_ps = 17440
crit_slowest_cell = clkdlybuf4s50_1
critPathArrivalTime_ps = 14330
crit_start = binary[13]
start_kind = input port
path_class = in -> reg
critPathMostFrequentCell = ha_1

[die]
chipWidth_um = 128
fp_util = 0.520
die_h_um = 128
io-pin-count = 61
coreArea_sq_um = 15400
rows = 45
die_area_sq_um = 16500

[placed_design]
io_buffers = 44
place.gp.congestion = 0.915
dp_hpwl_um = 15000

[timing]
fin_tns_setup_ps = 0
setup_violations = 0
post-route-min-period_ps = 14190
rsz0062_at_grt = no
worst_pin_slew_ps = 822
hold_slack_ps = 3990
maxSlewViolCount = 0
relSlewSlack = 0.447
hold_viol = 0
max_freq_ghz = 0.0705
fin_crit_sh = 0.820

[logic_synthesis]
ys_cells = 1138
syn-cell-area_sq_um = 7990
yosys.area.top_type_share = 0.0830
synth_seq_share = 0.0702
yosys.stat.chipArea_sq_um = 7990
synth.area.top_cells = ha_1 (8.3%), dfxtp_1 (7.0%), a21oi_1 (4.6%)
async_flop_share = 0
ff_type = dfxtp_1
ys_ff = 28
yosysWarningCount = 7
edf_count = 0
syn_inst = 1138
yosysTopAreaCell = ha_1
synth_cell_types = 113
syn-mean-instance-area_sq_um = 7.02

[routing]
ant_nets = 0
drc = 0
routedWlPerCell_um = 15.5
via_per_inst = 6.53
vias = 8633
dr.pass1.iters = 5
first_iter_violations = 682
drt_wl_total_um = 20500
diodes = 0

[global_route]
grt_antenna_before_repair = 0
grt_max_degree = 29
grt_pass1_vias = 7402
overflow = 0
track_usage = 0.255
grt_pass1_wl_um = 35600

[hold_path]
holdCritStartpoint = binary[0]
min_path_type = in -> reg

[cells_and_area]
area_growth_pct = 5.01
fillCellCount = 1495
final_util = 0.546
drive_gt1_frac = 0.0855
mostFrequentLayoutCells = nor2_1 (93), nand2_1 (93), a21oi_1 (74)

[run]
log.warning_count = 76
maxCapViolCount = 0

path summary, 6_finish.rpt:
kind | end | slack (ps) | depth (start not counted)
max | R1[1]$_DFF_P_ | 3110 | 45
min | R4[2]$_DFF_P_ | 3990 | 3
logic make-up after synthesis:
| logic type | after synthesis | synth area share |
|---|---|---|
| and+or+nand+nor | 414 | 0.265 |
| DFF | 28 | 0.0702 |
| adders and majority gates | 53 | 0.0830 |
| buffers and inverters | 137 | 0.0829 |
| AOI/OAI and AO/OA | 454 | 0.432 |
| xor gates and xnor gates | 16 | 0.0175 |
| muxes | 36 | 0.0490 |
through the flow:
step                instance area (sq um)  cells  setup WS, ps
floorplan                            7990   1138          5190
global placement                     8310   1319          2970
detailed placement                   8310   1319          2980
CTS                                  8390   1322          3200
global route                         8390   1322          2010
finish                               8390   1322          3110
registers in the layout, indices dropped and copies added, names as in the netlist:
signal	count
R1	7
R2	7
R3	7
R4	7
synth_stat cells, types with 7 or more instances:
| cell | number |
|---|---|
| a2111oi_0 | 9 |
| a211o_1 | 9 |
| a211oi_1 | 21 |
| a21o_1 | 10 |
| a21oi_1 | 74 |
| a221oi_1 | 11 |
| a22oi_1 | 7 |
| a31oi_1 | 21 |
| and3_1 | 9 |
| buf_2 | 25 |
| buf_4 | 12 |
| buf_6 | 9 |
| clkbuf_1 | 37 |
| dfxtp_1 | 28 |
| ha_1 | 53 |
| inv_1 | 46 |
| mux2_2 | 8 |
| mux2i_1 | 23 |
| nand2_1 | 93 |
| nand2b_1 | 15 |
| nand3_1 | 50 |
| nand4_1 | 30 |
| nor2_1 | 93 |
| nor2_2 | 7 |
| nor2b_1 | 8 |
| nor3_1 | 36 |
| nor4_1 | 14 |
| o2111ai_1 | 9 |
| o211a_1 | 7 |
| o211ai_1 | 26 |
| o21a_1 | 16 |
| o21ai_0 | 57 |
| o21ai_1 | 17 |
| o221ai_1 | 9 |
| o22ai_1 | 15 |
| o311a_1 | 7 |
| o31ai_1 | 16 |
| or3_1 | 15 |
| xnor2_1 | 12 |
worst max-delay path, delay by kind of cell:
family	cells	cell delay (ps)
adders and majority gates	10	2500
and+or+nand+nor	11	2650
xor gates and xnor gates	2	890
AOI/OAI and AO/OA	12	3190
buffers and inverters	10	1630
cell type report:
cell class              count  area [sq um]  area share
well taps                 211           264      0.0315
clock buffers               3          75.1     0.00895
repair buffers             55           523      0.0623
flip-flops and latches     28           561      0.0668
multi-input cells         973          6770       0.807
inverters                  52           195      0.0233
routing by layer:
layer | track usage | wire (um) | vias to the layer above
met5 | 0 | 0 | -
met1 | 0.397 | 10200 | 3985
met3 | 0.0165 | 928 | 21
met2 | 0.400 | 9120 | 241
met4 | 0.0277 | 197 | 0
li1 | - | - | 4386
